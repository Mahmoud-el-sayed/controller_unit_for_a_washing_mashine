==> flow/config.mk <==
export PLATFORM = sky130hd
export DESIGN_NAME = TOP_MODULE
export DESIGN_NICKNAME = TOP_MODULE
export VERILOG_FILES = /design/flow/design.v
export SDC_FILE = /design/flow/constraint.sdc
export NUM_CORES = 4
export LEC_CHECK = 1
export CORE_UTILIZATION = 50
==> flow/constraint.sdc <==
current_design TOP_MODULE

set clk_period 5.1
set clk_io_pct 0.2

create_clock -name clk0 -period $clk_period [get_ports {clk}]

set non_clock_inputs [all_inputs -no_clocks]
set_input_delay [expr $clk_period * $clk_io_pct] -clock clk0 $non_clock_inputs
set_output_delay [expr $clk_period * $clk_io_pct] -clock clk0 [all_outputs]
==> flow/design.v <==
module FSM #(parameter total_time_till_filling=5'b00010,  
             parameter total_time_till_washing=5'b00111,  
             parameter total_time_till_rinsing=5'b01001,              
             parameter total_time_till_spinning=5'b01010,
             parameter total_time_till_second_washing=5'b01110,  
             parameter total_time_till_second_rinsing=5'b10000,   
             parameter total_time_till_spinning_with_double_flag=5'b10001)    (
    input   wire             clk,
    input   wire             rst_n,
    input   wire             coin_in, 
    input   wire             double_wash,
    input  wire              timer_pause,
    input   wire   [4:0]     timer, 
    output  reg              timer_enable,
    output  reg              pause_flag,
    output  reg              wash_done 
);
    localparam    [2:0]     Idle=3'b000,
                            Filling_Water=3'b001,
                            Washing=3'b011,
                            Rinsing=3'b010,
                            Spinning=3'b110;
     reg   [2:0]   next_state;  
     reg   [2:0]   current_state; 
     reg           wash_done_wire;  
  always@(posedge clk or negedge rst_n)
   begin 
    if(!rst_n)
     begin
      current_state<=Idle;
      wash_done<='b0;
     end
    else
     begin
      current_state<=next_state;
      wash_done<=wash_done_wire;
     end
   end
 always@(*) 
  begin 
    case(current_state)   
     Idle    :  begin                                 
                 if(coin_in)
                  begin
                   next_state=Filling_Water;
                  end
                 else
                  begin
                   next_state=Idle;
                  end
                end
 Filling_Water: begin     
                 if(timer==total_time_till_filling)               
                  begin
                   next_state=Washing;
                  end
                 else
                  begin
                   next_state=Filling_Water;
                  end
                end
  Washing  :    begin
                 if((timer==total_time_till_washing)||(timer==total_time_till_second_washing))
                  begin
                   next_state=Rinsing;
                  end
                 else
                  begin
                   next_state=Washing;
                  end
                end
  Rinsing  :    begin
                 if ((timer==total_time_till_rinsing)&&(double_wash))
                  begin
                   next_state=Washing;
                  end
                 else if (((timer==total_time_till_rinsing)&&(!double_wash))||((timer==total_time_till_second_rinsing)&&(double_wash)))
                  begin
                   next_state=Spinning;
                  end
                 else 
                  begin
                   next_state=Rinsing;
                  end
                end
  Spinning :    begin
                 if((timer==total_time_till_spinning_with_double_flag)||(timer==total_time_till_spinning))
                  begin
                   next_state=Idle;
                  end
                 else
                  begin
                   next_state=Spinning;
                  end
                end
    endcase
  end
 always@(*)
  begin 
    timer_enable=1'b1;
    wash_done_wire=wash_done;
    pause_flag=1'b0;
    case(current_state)
     Idle    :  begin
                 timer_enable=1'b0;
                 if(next_state==Filling_Water)
                   begin
                    wash_done_wire=1'b0;
                   end
                   else
                    begin 
                     wash_done_wire=wash_done; 
                    end
                end
  Spinning :    begin
                 if(timer_pause)
                  begin
                   pause_flag=1'b1;
                  end
                 else
                  begin
                   pause_flag=1'b0;
                  end
                  if(next_state==Idle)
                   begin
                    wash_done_wire=1'b1;
                   end
                   else
                    begin 
                     wash_done_wire=1'b0; 
                    end
                end
  default:      begin
                 timer_enable=1'b1;
                 wash_done_wire=1'b0;
                 pause_flag=1'b0;
                end
    endcase
  end
endmodule
module TOP_MODULE #(  parameter WIDTH=29 , 
                      parameter final_value_1_mega_hz = 'd60*(10**6),
                      parameter final_value_2_mega_hz = 'd60*2*(10**6),   
                      parameter final_value_4_mega_hz = 'd60*4*(10**6),    
                      parameter final_value_8_mega_hz = 'd60*8*(10**6),
                      parameter total_time_till_filling=5'b00010,          
                      parameter total_time_till_washing=5'b00111,  
                      parameter total_time_till_rinsing=5'b01001,              
                      parameter total_time_till_spinning=5'b01010,
                      parameter total_time_till_second_washing=5'b01110,  
                      parameter total_time_till_second_rinsing=5'b10000,   
                      parameter total_time_till_spinning_with_double_flag=5'b10001) (
    input   wire             clk,
    input   wire             rst_n,
    input   wire             coin_in, 
    input   wire             double_wash,
    input   wire             timer_pause,
    input   wire  [1:0]      clk_freq,
    output  wire             wash_done
);
wire     [4:0] timer_wire;
wire           enable_wire;
wire           pause_flag_wire;
    FSM  #(
    .total_time_till_filling                   (total_time_till_filling                   ),
    .total_time_till_washing                   (total_time_till_washing                   ),
    .total_time_till_rinsing                   (total_time_till_rinsing                   ),
    .total_time_till_spinning                  (total_time_till_spinning                  ),
    .total_time_till_second_washing            (total_time_till_second_washing            ),
    .total_time_till_second_rinsing            (total_time_till_second_rinsing            ),
    .total_time_till_spinning_with_double_flag (total_time_till_spinning_with_double_flag ) )  u_FSM(
    	.clk          (clk          ),
        .rst_n        (rst_n        ),
        .coin_in      (coin_in      ),
        .double_wash  (double_wash  ),
        .timer_pause  (timer_pause  ),
        .timer        (timer_wire       ),
        .timer_enable (enable_wire ),
        .pause_flag   (pause_flag_wire   ),
        .wash_done    (wash_done    )
    );
    timer  #(
        .WIDTH(WIDTH                 ),
        .final_value_1_mega_hz (final_value_1_mega_hz ),
        .final_value_2_mega_hz (final_value_2_mega_hz ),
        .final_value_4_mega_hz (final_value_4_mega_hz ),
        .final_value_8_mega_hz (final_value_8_mega_hz ) ) u_timer(
    	.clk           (clk           ),
        .rst_n         (rst_n         ),
        .clk_freq      (clk_freq      ),
        .timer_enable  (enable_wire  ),
        .pause_flag    (pause_flag_wire    ),
        .timer_Minutes (timer_wire )
    );
endmodule
module timer #(parameter WIDTH=29 , 
               parameter final_value_1_mega_hz = 'd60*(10**6),   
               parameter final_value_2_mega_hz = 'd60*2*(10**6),   
               parameter final_value_4_mega_hz = 'd60*4*(10**6),    
               parameter final_value_8_mega_hz = 'd60*8*(10**6)) (
    input  wire             clk,
    input  wire             rst_n,
    input  wire   [1:0]     clk_freq,
    input  wire             timer_enable,
    input  wire             pause_flag,
    output reg    [4:0]     timer_Minutes   
);
 reg  [WIDTH-1:0]     edges_counter_internal;  
 reg  [WIDTH-1:0]     edges_counter;          
 wire                 final_value_flag;       
 always @(posedge clk or negedge rst_n)
  begin
    if (!rst_n)
     begin
      edges_counter<='b0; 
     end 
    else 
     begin
      edges_counter<=edges_counter_internal;
     end
  end
    always @(*) 
     begin
        if (pause_flag&&timer_enable)  
         begin
          edges_counter_internal=edges_counter;
         end
        else  if(timer_enable&&!final_value_flag) 
         begin
          edges_counter_internal=edges_counter+1'b1;
         end
         else
          begin 
            edges_counter_internal='b0;
          end
     end 
   always@(*)
    begin
        if(timer_enable&&final_value_flag) 
         begin
          timer_Minutes=timer_Minutes+1'b1;
         end
        else if ((timer_enable) &&(pause_flag||(!final_value_flag)))
         begin
          timer_Minutes=timer_Minutes;
         end
         else
          begin 
            timer_Minutes='b0;
          end  
    end  
assign final_value_flag =((((edges_counter+1'b1)==final_value_1_mega_hz)&&(clk_freq==2'b00))||(((edges_counter+1'b1)==final_value_2_mega_hz)&&(clk_freq==2'b01))||(((edges_counter+1'b1)==final_value_4_mega_hz)&&(clk_freq==2'b10))||(((edges_counter+1'b1)==final_value_8_mega_hz)&&(clk_freq==2'b11)));
endmodule
==> flow/run.sh <==
#!/bin/bash
# OpenROAD 26Q1-2900-gdf79404cd8, Yosys 0.63+post, stock flow scripts
make -C /OpenROAD-flow-scripts/flow DESIGN_CONFIG=/design/flow/config.mk WORK_HOME=/design/flow/orfs finish
==> ci_impl_report.md <==
### Yosys + OpenROAD results

| Metric | Value |
|---|---|
| Clock buffer depth | 2 |
| Layout cells sized above 1 | 0.0641 |
| Post-synth regs | 41 |
| Total die size | 6450 um^2 |
| Row count | 28 |
| Sw Pwr | 167 uW |
| CTS clk-pin slew, worst paths | 0.08 ns |
| Synth-to-layout area growth | 5.10% |
| RR Startpoint | u_timer.edges_counter[17] |
| Syn avg cell area | 7.62 um^2 |
| First-pass GRT wire length | 14500 um |
| Initial Util | 0.518 |
| Leakage power | 1.12 nW |
| Dominant Register Cell | dfrtp_1 |
| Die height | 80.3 um |
| Status | finished, final reports clean |
| Antenna-violating nets left | 0 |
| Max_slew headroom | 0.478 |
| Antenna cell count | 0 |
| Critical R2R Capture | u_timer.edges_counter[24] |
| Final Worst Setup Slack | 0.465 ns |
| Initial drt markers | 292 |
| Endpoints left unconstrained | 11 |
| Sequential Power Share | 0.531 |
| Place WS | 0.583 ns |
| Yosys cell count | 402 |
| Register pins left without a clock | 8 |
| TritonRoute pass-1 iters | 5 |
| Mapped Cells | 402 |
| Netlist cell types | 63 |
| Core Footprint | 5920 um^2 |
| Largest net degree at the start of global routing | 34 |
| Max-cap violations | 0 |
| Setup violators final | 0 |
| Fmax | 216 MHz |
| Post-DP HPWL | 6460 um |
| CP endpoint kind | register |
| Clock H-tree levels | 2 |
| WL/cell | 19.1 um |
| IO Pins | 8 |
| Dpl cells | 458 |
| Initial antenna violation count | 0 |
| Vias in the first global route | 2790 |
| Final worst path period share | 0.909 |
| Post-route insts no fill | 465 |
| Count of buffers from port buffering | 7 |
| Slew Limit Fails | 0 |
| Clock power frac | 0.359 |
| Worst Max-Slew Pin Slew | 0.782 ns |
| Maximum fanout along the worst path | 15 |
| Peak VDD IR | 0.000206 V |
| RePlAce Congestion | 1.04 |
| Critical path type | register to register |
| Clock Skews | 0.0141 ns |
| Die width | 80.3 um |
| Final min period | 4.64 ns |
| Mapped Area | 3060 um^2 |
| Most numerous logic cell after layout | nand2_1 |
| DR vias/cell | 6.78 |
| WP data required | 5.27 ns |
| Log Warnings | 29 |
| WP data arrival | 4.80 ns |
| Combinational share of power | 0.110 |
| Synth warnings | 7 |
| R2R depth | 10 |
| DRC Markers | 0 |
| Power Internal | 416 uW |
| Hold violation count in the final report | 0 |
| Post-CTS sizing | 0 |
| CTS tree | yes |
| Async set-or-reset flop fraction in the synthesized netlist | 0.805 |
| Hold path depth | 1 |
| GRT Residual Overflow | 0 |
| Final wirelength | 8890 um |
| Clock root buffer | clkbuf_8 |
| RSZ-0062 raised after global routing | false |
| CTS Buf Count | 5 |
| TNS Setup | 0 ns |
| Number of enable flip-flop cells | 0 |
| Most numerous logic cells after layout | nand2_1 (50), dfrtp_1 (33), nand4_1 (24), nand3_1 (24), nor2_1 (20) |
| Insertion Delay late pin | 0.29 ns |
| Hold_buf cts | 0 |
| Power per Cell Area | 181 nW/um^2 |
| Switching part of the total | 0.286 |
| WHS Endpoint | u_FSM.wash_done |
| Hold path start | u_FSM.current_state[0] |
| Class of the worst hold path | register to register |
| YS chip area | 3060 um^2 |
| CP startpoint kind | register |
| R2R setup slack | 0.46 ns |
| Total track usage | 0.309 |
| Number of setup buffers added after CTS | 0 |
| Final Util | 0.544 |
| Via count | 3154 |
## kinds of logic after synthesis
kind of cell               after synthesis  synth area share
xor gates and xnor gates                12            0.0343
adders and majority gates                5            0.0204
and+or+nand+nor                        204             0.358
DFF                                     33             0.269
AOI/OAI and AO/OA                       93             0.217
buffers and inverters                   46            0.0584
muxes                                    1           0.00327
latches                                  8            0.0392
## Yosys cell counts, drive strengths merged (6+ instances only)
library cell,n,area [um^2]
a21oi,10,50.1
and2,8,52.6
or4,8,60.1
o22ai,6,37.5
dlxtn,8,120
or3,9,56.3
o31ai,8,60.1
buf,7,32.5
nor3,18,90.1
o21ai,20,100
inv,16,60.1
nor4,16,106
nand2,51,194
nand4,24,150
dfrtp,33,826
a31oi,12,75.1
nand3,25,130
clkbuf,23,86.3
nor2,20,75.1
xnor2,7,61.3
## stage by stage
step | instance area [um^2] | total power [mW] | hold slack [ns]
final | 3220 | 0.582 | 0.557
after detailed placement | 3130 | 0.377 | 0.536
after global routing | 3220 | 0.614 | 0.595
after floorplan | 3060 | 0.356 | 0.491
after CTS | 3220 | 0.586 | 0.543
after global placement | 3130 | 0.378 | 0.533
## how the worst max path moves through the flow
stage	start	to	slack [ns]	cells after the start
final	u_timer.edges_counter[17]	u_timer.edges_counter[24]	0.46	10
after global routing	u_timer.edges_counter[17]	u_timer.edges_counter[24]	0.28	10
after CTS	u_timer.edges_counter[17]	u_timer.edges_counter[24]	0.55	10
## layout make-up
class                   count  area, um^2
multi-input cells         315        1940
inverters                  16        60.1
clock buffers               7        86.3
fillers                   555        2700
flip-flops and latches     41         946
well taps                  75        93.8
repair buffers             11        95.1
## worst max-delay path, cell delays in order, from the launching register on
cell       delay, ns
dfrtp_1         0.52
nand4_1         0.37
or4_1           0.75
or4_1           0.55
and2_4          0.19
a2111oi_4       0.42
a41oi_1         0.18
o41a_1          0.64
nand2_2         0.39
inv_2           0.13
a221o_1         0.37
## routing by layer
metal  up-vias  global-route usage  routed length [um]
met5         -                   0                   0
met4         0              0.0982                 385
met3        39              0.0438                 695
met2       155               0.479                3850
met1      1463               0.455                3950
li1       1497                   -                   -
## power by group through the flow
stage / logic, mW / registers, mW / clock network, mW
finish: 0.0640 / 0.309 / 0.209
global route: 0.0713 / 0.314 / 0.229
CTS: 0.0640 / 0.309 / 0.213
## registers in the layout, indices dropped and copies added, names as in the netlist
name,cells
u_FSM.current_state,3
u_FSM.next_state,3
u_FSM.wash_done,1
u_timer.edges_counter,29
u_timer.timer_Minutes,5
No activity file was given, so power comes from the tool's default toggle rates.
